==> flow/design.v <==
module adder (OF, CF, S, sub, A, B);
	output logic OF, CF;
	output logic [9:0] S;
	input logic sub;
	input logic [9:0] A, B;
	logic [9:0] D;	
	logic C2;		 
	always_comb begin
		D = B ^ {10{sub}};	
		{C2, S[8:0]} = A[8:0] + D[8:0] + sub;  
		{CF, S[9]} = A[9] + D[9] + C2; 
		OF = CF ^ C2;
	end
endmodule
module adder_testbench();
	logic sub;
	logic [9:0] A, B;
	logic [9:0] S;
	logic OF, CF;
	adder dut (.OF, .CF, .S, .sub, .A, .B);
	initial begin
		#100;		sub = 0;		A = 10'b0000000001;		B = 10'b0000000000; 
		#100;		sub = 0;		A = 10'b0111111110;		B = 10'b0000000001; 
		#100;		sub = 0;		A = 10'b0000000000;		B = 10'b0000000000; 
		#100;		sub = 0;		A = 10'b0111111111;		B = 10'b0000000001; 
		#100;		sub = 0;		A = 10'b0100000000;		B = 10'b0100000000; 
		#100;		sub = 0;		A = 10'b1000000001;		B = 10'b1000000001; 
	end
endmodule
==> flow/run.sh <==
#!/bin/bash
# OpenROAD 26Q1-2900-gdf79404cd8, Yosys 0.63+post, stock flow scripts
make -C /OpenROAD-flow-scripts/flow DESIGN_CONFIG=/design/flow/config.mk WORK_HOME=/design/flow/orfs finish
==> flow/config.mk <==
export PLATFORM = sky130hd
export DESIGN_NAME = adder
export DESIGN_NICKNAME = adder
export VERILOG_FILES = /design/flow/design.v
export SDC_FILE = /design/flow/constraint.sdc
export NUM_CORES = 4
export LEC_CHECK = 1
export CORE_AREA = 10 10 70 70
export DIE_AREA = 0 0 80 80
==> flow/constraint.sdc <==
current_design adder

set clk_period 7.9
set clk_io_pct 0.2

create_clock -name clk0 -period $clk_period

set non_clock_inputs [all_inputs -no_clocks]
set_input_delay [expr $clk_period * $clk_io_pct] -clock clk0 $non_clock_inputs
set_output_delay [expr $clk_period * $clk_io_pct] -clock clk0 [all_outputs]
==> job_summary.md <==
### Flow metrics

| Metric | Value |
|---|---|
| Shortest clock period the worst path allows after layout | 6790 ps |
| Layout sequential cell count | 0 |
| Number of standard cells reported by yosys | 73 |
| Final global-route overflow total | 0 |
| Post-route worst setup slack | 1110 ps |
| Count of pins on the block boundary | 33 |
| Relative slew slack | 0.654 |
| Crit end category | primary output |
| OpenROAD warning count | 32 |
| Hold Path Depth | 3 |
| Number of placed instances, taps included | 150 |
| First-pass GRT wire length | 2.70 mm |
| Wire length after detailed routing | ~1.7 mm |
| Area growth, synth to finish | 62.1% |
| Filler instances | 380 |
| Area of all placed cells without fillers | 970 sq um |
| Antenna violations before repair | 0 |
| Number of input and output port buffers inserted | 33 |
| Max-capacitance violation count | 0 |
| Post-synth seq share | 0 |
| Setup TNS | 0 ps |
| Avg Cell Area, Syn | 8.19 sq um |
| Worst slew pin tran | 518 ps |
| Number of hold-repair buffers added at the cts stage | 0 |
| Tcrit/Tclk final | 0.859 |
| CTS resizes | 0 |
| Antenna diode instance count | 0 |
| Routed length per instance | 11.2 um |
| Residual DRC count | 0 |
| Floorplan Core Area | 3420 sq um |
| Fin. max-slew vios | 0 |
| Worst slack, placed | 1060 ps |
| Via count of the first global-routing pass | around 580 |
| Area after detailed placement | 970 sq um |
| Critical path class | in -> out |
| Leakage power | between 0.3 and 0.4 nW |
| Crit start category | input port |
| RSZ-0062 raised after global routing | false |
| Router iterations before antenna repair | 4 |
| Fraction of final layout cells sized beyond drive strength 1 | 0.0673 |
| Via density per instance | 4.12 |
| Hold violation count in the final report | 0 |
| Power density over the cells | 110 nW/um^2 |
| Placement Rows | 21 |
| Horizontal die dimension | 80 um |
| Maximum fanout along the worst path | 10 |
| Global Route Usage Sum | 0.0509 |
| Area occupied by multi-input gates | 563 sq um |
| Count of endpoints failing setup in the final report | 0 |
| Final instance count without filler cells | 150 |
| Data required time at the worst endpoint | 6320 ps |
| Chip height | roughly 80 um |
| Pre-placement core utilization | 0.175 |
| Synthesized cell area | 598 sq um |
| Clock Buffer Count | 0 |
| Final estimated routing congestion in global placement | around 0.75 |
| Hpwl dp | 1.50 mm |
| Antenna Nets Post-Route | 0 |
| Detailed Route Iter0 Violations | 20 |
| Outcome | finished, final reports clean |
| Achievable clock frequency | approximately 150 MHz |
| Final core utilization | 0.284 |
| Area occupied by registers | 0 sq um |
| Worst min-delay path category | in -> out |
| CP Data Arrival Time | 5210 ps |
| Pin count of the biggest net entering global routing | 11 |
| Number of instances in the synthesized netlist | between 70 and 80 |
| Yosys Chip Area | 598 sq um |
| Total die area | 6400 sq um |
| Synth warnings | 1 |
| Setup fix buffers added after clock tree synthesis | 0 |
| Number of distinct library cells after synthesis | 32 |
| Vias after detailed routing | approximately 620 |
| Peak supply drop | 0.0387 mV |
cell usage in the layout (no fill, tap or decap), types with 2 or more instances in the layout:
cell type,count
inv_1,5
a21oi_1,5
ha_1,8
fa_1,2
xor2_1,10
clkdlybuf4s50_1,33
o21ai_0,2
nand3_1,2
xnor2_1,6
nor2_1,5
nand2_1,3
or3_1,2
nor2b_1,3
path summary, 6_finish.rpt:
path,from,end,slack [ps]
min,A[0],S[0],4130
max,sub,OF,1110
through the flow:
stage / total power [mW] / hold WS, ps
2_1_floorplan: 0.0529 / 3190
3_3_place_gp: 0.107 / 4140
3_5_place_dp: 0.108 / 4130
4_1_cts: 0.109 / 4140
5_1_grt: 0.119 / 4170
6_report: 0.106 / 4130
power by group:
group,switching (mW),internal [mW]
Sequential,0,0
Combinational,0.0389,0.0674
Clock,0,0
cell usage after synthesis, drive strengths merged:
master / number / share of area
nand2b: 1 / 0.010
o2111ai: 1 / 0.015
o311ai: 1 / 0.015
xnor2: 6 / 0.088
a311oi: 1 / 0.015
or3: 2 / 0.021
xor2: 10 / 0.15
o21a: 1 / 0.013
nand2: 3 / 0.019
o21bai: 1 / 0.013
buf: 2 / 0.027
inv: 5 / 0.031
nand4: 2 / 0.031
o21ai: 2 / 0.017
nor4b: 1 / 0.025
fa: 2 / 0.067
nand3: 2 / 0.017
a221o: 1 / 0.017
nor2: 5 / 0.031
ha: 8 / 0.17
nor2b: 3 / 0.031
mux2: 2 / 0.044
a21oi: 5 / 0.042
a211o: 1 / 0.015
a21boi: 1 / 0.019
a21o: 2 / 0.027
o41ai: 1 / 0.027
nor4: 1 / 0.010
layer usage:
metal | vias up | GRT usage | share of wire
met5 | - | 0 | 0
met4 | 0 | 0 | 0
met3 | 0 | 0.0114 | 0.085
met2 | 22 | 0.0722 | 0.42
met1 | 267 | 0.0795 | 0.49
li1 | 329 | - | -
kinds of logic (layout without fill, tap and decap cells):
logic type / count (synthesis) / after routing / synth area share
AND/OR/NAND/NOR: 20 / 20 / 0.197
AND-OR/OR-AND: 18 / 18 / 0.232
XOR/XNOR: 16 / 16 / 0.234
adder cells (fa/ha/maj): 10 / 10 / 0.234
buffers and inverters: 7 / 38 / 0.0586
multiplexers: 2 / 2 / 0.0439
critical path, stage by stage:
cell and delay (ps):
clkdlybuf4s50_1 670, xor2_1 280, ha_1 360, a21o_1 190
a21oi_1 210, a21oi_1 150, o21ai_0 180, nand2b_1 90
fa_1 470, a221o_1 340, a211o_1 260, clkdlybuf4s50_1 420
final cells by class:
class / instances / share of cell area
multi-input cells: 66 / 0.581
repair buffers: 33 / 0.341
well taps: 46 / 0.0594
inverters: 5 / 0.0194
Power figures rest on the tool's default switching activity, not on a simulated workload.
