==> /design/flow/design.v <==
module clock_divider (clock, divided_clocks);
	input clock;
	output [31:0] divided_clocks;
	reg [31:0] divided_clocks;
	initial
		divided_clocks = 0;
	always @(posedge clock)
		divided_clocks = divided_clocks + 1;
endmodule
==> /design/flow/run.sh <==
#!/bin/bash
# OpenROAD 26Q1-2900-gdf79404cd8, Yosys 0.63+post, stock flow scripts
make -C /OpenROAD-flow-scripts/flow DESIGN_CONFIG=/design/flow/config.mk WORK_HOME=/design/flow/orfs finish
==> /design/flow/config.mk <==
export PLATFORM = sky130hd
export DESIGN_NAME = clock_divider
export DESIGN_NICKNAME = clock_divider
export VERILOG_FILES = /design/flow/design.v
export SDC_FILE = /design/flow/constraint.sdc
export NUM_CORES = 4
export LEC_CHECK = 1
export CORE_AREA = 10 10 91 91
export DIE_AREA = 0 0 101 101
==> /design/flow/constraint.sdc <==
current_design clock_divider

set clk_period 4.4
set clk_io_pct 0.2

create_clock -name clk0 -period $clk_period [get_ports {clock}]

set non_clock_inputs [all_inputs -no_clocks]
set_input_delay [expr $clk_period * $clk_io_pct] -clock clk0 $non_clock_inputs
set_output_delay [expr $clk_period * $clk_io_pct] -clock clk0 [all_outputs]
==> flow_summary.yaml <==
# generated from flow reports
worst_setup_path:
  cp-start-kind: "flip-flop"
  r2r-end: "divided_clocks[30]"
  cp.required_ns: 3.52
  max_stage_delay_ns: 0.52
  arrival_ns: 1.25
  critPathBufInv: 1
  setup.worst_path.end_class: "primary output"
  worstReg2RegStart: "divided_clocks[0]"
  worstPathCellList: "clkdlybuf4s50_1"
  r2r_setup_slack_ns: 2.59
  reg2regPathDepth: 5
  critical_path.top_delay_family: "buffers and inverters"
  cp_max_fo: 6
  crit_slowest_cell: "clkdlybuf4s50_1"
  crit_type: "reg2out"
yosys:
  top_area_cell: "dfxtp_1"
  yosysSeqAreaShare: 0.4858
  yosysUniqueCellTypes: 24
  yosys_warnings: 1
  numSynthFlops: 32
  ys_area_um2: 1319
  top_cell_area_share: 0.4858
  ys_cells: 127
  netlist_top_cells_area: "dfxtp_1 49%, xor2_1 13%, xnor2_1 6.6%"
  syn_area_um2: 1319
  avgSynthCellArea_um2: 10.38
  synthCells: 127
cts:
  cts_setup_buffers: 0
  clockBufferDepth: 2
  numCtsBuffers: 5
  path_clk_slew_ns: 0.06
  cts.sink_count: 32
  postCtsHoldBufs: 0
  cts_tree: "yes"
  root_buffer: "clkbuf_8"
  clk_latency_ns: 0.28
  h-tree-depth: 2
  cts_resized: 0
sta:
  min_period_ns: 2.129
  slew_headroom: 0.6111
  worst_slew_pin_slew_ns: 0.5817
  finalSetupViolCount: 0
  slew_violations: 0
  finalHoldViolCount: 0
  timing.fmax_mhz: 469.7
  finClkSkew_ns: 0.004229
  rsz0062_at_grt: "false"
  tns_ns: 0
  period_used_share: 0.4839
global_route:
  top_usage_layer: "met2"
  grt_util_met2: 0.08256
  grt_pass1_wl_mm: 4.650
  grtUsageMet1: 0.07012
  grt_max_degree: 12
  grt_usage: 0.05472
  met3_usage: 0.02841
  overflow: 0
  grt_pass1_vias: 946
  antenna_found_initial: 0
floorplanning:
  initial_utilization: 0.2077
  io_pins: 33
  chip_area_um2: 10200
  die_w_um: 101
  coreArea_um2: 6350
  die_h_um: 101
  rows: 29
final_layout:
  num-fill-cells: 653
  largest_reg_flops: 32
  final_cell_mix: "32 x dfxtp_1, 32 x clkdlybuf4s50_1, 20 x xor2_1"
  design_area_um2: 1800
  areaGrowthSynthToFinish_pct: 36.53
  layout-drive-gt1-share: 0.09816
flow_run:
  warnings: 25
  maxCapViolations: 0
route:
  drt_first_pass_iters: 2
  vias_per_cell: 3.979
  drc: 0
  diodes: 0
  num_vias: 955
  wirelength_mm: 2.867
  postRouteAntennaNets: 0
  drtIter0Drc: 20
  wl_per_cell_um: 11.95
worst_hold_path:
  holdPathStages: 1
  hold_end: "divided_clocks[0]"
  min_from: "divided_clocks[0]"
  hp-class: "reg2reg"
placed_design:
  gp_congestion: 0.7235
  port_buffers: 32
  placed_cell_area_um2: 1710
  detailed_place_hpwl_mm: 2.099
power_and_ir_drop:
  power_leakage_nw: 0.7040
  ir_drop_v: 0.0001024
  power_density_nw_per_um2: 288.1
run_status:
  status: "complete, no violations"
==> cells by family after synthesis <==
group	synth area share
xor+xnor	0.1992
flops	0.4858
fa+ha+maj	0.009486
buf+inv	0.03321
simple gates	0.2723
==> per-stage QoR <==
| step | util | cells | hold slack (ns) | power, W | worst slack, ns |
|---|---|---|---|---|---|
| detailed placement | 0.2694 | 232 | 0.4248 | 0.0002961 | 2.579 |
| global placement | 0.2694 | 232 | 0.4185 | 0.0002961 | 2.574 |
| finish | 0.2835 | 240 | 0.4453 | 0.0005187 | 2.271 |
| CTS | 0.2835 | 240 | 0.4471 | 0.0005287 | 2.258 |
| global route | 0.2835 | 240 | 0.4659 | 0.0005416 | 2.211 |
| floorplan | - | 127 | 0.3943 | 0.0002961 | 2.825 |
==> synthesized netlist by cell type <==
library cell and count:
and3_1 2, and4_1 4, buf_1 1, buf_2 2, buf_6 1, dfxtp_1 32
ha_1 1, inv_1 5, nand2_1 9, nand2b_1 1, nand3_1 10, nand3_2 2
nand4_1 3, nor2_1 6, nor3_1 4, nor3b_1 1, nor4_1 4, nor4_2 5
nor4_4 1, or2_2 1, or3_1 1, or3_4 1, xnor2_1 10, xor2_1 20
==> where the power goes <==
part | switching, W | total (W) | internal [W]
logic | 0 | 0.000000000401 | 0
registers | 0 | 0.000290 | 0.000290
clock network | 0.000102 | 0.000229 | 0.000127
==> worst max path at each step <==
stage                 slack [ns]                 to               from  cells after the start
after CTS                   2.26  divided_clocks[2]  divided_clocks[2]                      1
after global routing        2.21  divided_clocks[2]  divided_clocks[2]                      1
final                       2.27  divided_clocks[2]  divided_clocks[2]                      1
==> area by class of cell <==
cell class / instances / area [µm²] / area share
flip-flops and latches: 32 / 640.6 / 0.3558
multi-input cells: 86 / 634.4 / 0.3523
repair buffers: 32 / 320.3 / 0.1779
well taps: 77 / 96.34 / 0.05351
clock buffers: 8 / 90.09 / 0.05003
inverters: 5 / 18.77 / 0.01042
==> per-layer routing <==
layer / vias to the layer above / part of all wire
met5: - / 0
met4: 0 / 0.0056
met3: 2 / 0.11
met2: 25 / 0.44
met1: 425 / 0.44
li1: 503 / -
Power is estimated from default activity; no workload was simulated.
